==> flow/run.sh <==
#!/bin/bash
# OpenROAD 26Q1-2900-gdf79404cd8, Yosys 0.63+post, stock flow scripts
make -C /OpenROAD-flow-scripts/flow DESIGN_CONFIG=/design/flow/config.mk WORK_HOME=/design/flow/orfs finish
==> flow/config.mk <==
export PLATFORM = sky130hd
export DESIGN_NAME = predictor
export DESIGN_NICKNAME = predictor
export VERILOG_FILES = /design/flow/design.v
export SDC_FILE = /design/flow/constraint.sdc
export NUM_CORES = 4
export LEC_CHECK = 1
export CORE_UTILIZATION = 30
export SYNTH_HDL_FRONTEND = slang
export SYNTH_MEMORY_MAX_BITS = 65536
==> flow/constraint.sdc <==
current_design predictor

set clk_period 27.8
set clk_io_pct 0.2

create_clock -name clk0 -period $clk_period [get_ports {clk}]

set non_clock_inputs [all_inputs -no_clocks]
set_input_delay [expr $clk_period * $clk_io_pct] -clock clk0 $non_clock_inputs
set_output_delay [expr $clk_period * $clk_io_pct] -clock clk0 [all_outputs]
==> flow/design.v <==
module predictor (
    input wire clk,
    input wire [31:0] pc,  
    input wire [31:0] pc_e,  
    input wire [1:0] pc_sel,  
    input wire is_branch,  
    input wire [31:0] jump_address,  
    input wire is_stall,  
    output wire [31:0] next_pc  
);
wire [6:0] pc_index;
assign pc_index = pc[6:0];
reg [31:0] pc_buffer [0:127];  
reg [7:0] pc_check [0:127];  
reg [1:0] pc_predict [0:127];  
wire is_exist;
assign is_exist = ( pc_check[pc_index] == pc[14:7] ) ? 1'b1 : 1'b0;
wire [6:0] pc_e_index;
assign pc_e_index = pc_e[6:0];
wire is_exist_e;
assign is_exist_e = ( pc_check[pc_e_index] == pc_e[14:7] ) ? 1'b1 : 1'b0;
integer i;
initial begin
    for (i = 0; i < 128; i = i + 1) begin
        pc_check[i] = 8'b0;
        pc_buffer[i] = 32'b0;
        pc_predict[i] = 2'b0;
    end
end
always @(posedge clk)begin
    if (pc_sel == 2'b10) begin
        pc_predict[pc_e_index] <= 2'b11;
        pc_check[pc_e_index] <= pc_e[14:7];
    end
    else if (pc_sel == 2'b01) begin
        if (is_branch)begin
            pc_predict[pc_e_index] <= (is_exist_e && pc_predict[pc_e_index] == 2'b11) ? 2'b11 : (is_exist_e) ? pc_predict[pc_e_index] + 1 : 2'b01;
            pc_buffer[pc_e_index] <= jump_address;
            pc_check[pc_e_index] <= pc_e[14:7];
        end
        else begin
            pc_predict[pc_e_index] <= (is_exist_e && pc_predict[pc_e_index] == 2'b00) ? 2'b00 : (is_exist_e) ? pc_predict[pc_e_index] - 1 : 2'b00;
            pc_buffer[pc_e_index] <= jump_address;
            pc_check[pc_e_index] <= pc_e[14:7];
        end
    end
end
assign next_pc = (is_stall) ? pc : 
          (is_exist) ? ((pc_predict[pc_index][1]) ? pc_buffer[pc_index] : pc + 4) : pc + 4;
endmodule
==> results.txt <==
The full implementation flow was run.

The flow ran to the end, and the final reports show no timing, DRC or antenna violations. In this run the vertical extent of the chip is ~850 um. The main area contributors are edfxtp_1 (75%), mux4_2 (18%), mux2i_1 (0.92%).

The critical path's largest stage delay stands at ~0.75 ns. In the finished design, the share of the clock period the worst path needs comes to between 70 and 80%. The maximum ir drop on the vdd rail stands at 0.07216 mV. In the Yosys report the total cell count is 9670.

The maximum fanout encountered on the critical timing path stands at between 60 and 70. The smallest setup slack after layout stands at 8.119 ns. The wire length recorded after detailed routing is 661800 um.

Entering global routing, the biggest net connects around 95 pins. The combined global-route utilization of all metal layers stands at around a fifth. The final-report hold violation count stands at 0.

The synthesized netlist handed to floorplanning was reported with a cell count of 9670. The warning tally printed by Yosys for this design is 0. Summing the sequential cell areas from Yosys gives around three quarters of the chip area. The CTS clock-pin slew for the worst setup and hold paths stands at around 0.06 ns.

Yosys mapped the design onto between 80 and 90 distinct sky130hd cell types. The number of placed I/O pins stands at 133. Per the log, the first TritonRoute iteration ended with a DRC count of 8611. On the critical path the data arrives at 14.12 ns. The fraction of power spent switching nets stands at 22.13%. The logs give a warning total of 46. The global placer's final weighted congestion stands at 1.027. By instance count, the leading cell after synthesis is edfxtp_1.

Before placement the cells fill roughly 30% of the core. The area of all placed cells without fillers stands at ~0.25 mm^2. For this design the static power due to leakage is 75.89 nW. The worst hold path terminates at pc_predict[96][0]$_DFFE_PP_. The number of global-route vias before repair was roughly 120k. Across all register-to-register paths, the minimum setup slack is around 22 ns. Looking at the reg2reg group, the worst path ends at pc_predict[30][1]$_DFFE_PP_. Counting stages on the worst path, the most repeated cell is buf_4. Among cell families on the critical path, the largest total delay comes from buffers and inverters.

The fill cell total of the finished layout stands at 65460. STA classifies the critical path startpoint as an input pin. The final sum of negative setup slack stands at 0 ns. The routed length per placed instance stands at 32.64 um. The fraction of layout instances using a drive strength above 1 stands at between 30% and 40%. Summing all multi-input logic gate instances after layout gives 0.05261 mm^2. The routed layout has ~110k vias. Post-synth the commonest register cell is edfxtp_1. The relative contribution of the clock network to total power stands at a little over 40%. The stat command in Yosys gives a chip area of 0.2162 mm^2. Each instance of the synthesized netlist takes up on average between 20 and 25 um^2. The core region area stands at between 0.7 and 0.8 mm^2. The worst max-slew margin expressed relative to the limit stands at about 23%.

Between the synthesized netlist and the finished layout, the area growth was recorded as 15.13%. Buffers added to address setup during post-CTS repair amount to 0. The commonest cells after synthesis are edfxtp_1 (5376), mux4_2 (1686), nor2_1 (327). The maximum buffer depth of the clock tree stands at 4. The required arrival time at the worst endpoint stands at approximately 22 ns. The slowest stage of the critical path belongs to the cell mux2i_1. The worst hold path belongs to the class reg2reg. edfxtp_1 takes more of the synthesized area than any other cell. The worst setup slack before clock tree synthesis stands at slightly above 8 ns. The number of instances resized during post-cts repair stands at 0. The reported net switching power stands at roughly 0.0038 W. After legalization and detailed placement, the total HPWL measured slightly below 400000 um. At the later pin of the worst-skew pair, clock insertion delay measures between 1 and 1.5 ns. Counting every sink on the clock net gives about 5400. The count of library flops with an enable pin stands at 5376. Looking at hold timing, the worst path starts from pc_check[70][4]$_DFFE_PP_. The final report lists the setup-violating endpoint count as 0.

The share of async-settable or async-resettable flops after synthesis stands at 0%. The cell area after placement stands at between 0.2 and 0.25 mm^2. The number of vias per cell after detailed routing stands at roughly 5.3. The worst setup path is captured at an output port.

The shortest period the worst path allows stands at between 15 and 20 ns. For reference, the placement row count at floorplan is ~310. In the power breakdown, the internal column shows about 0.013 W. The die width stands at 851.0 um. The final routed DRC violation total stands at 0. The first global-routing pass estimated just over 900000 um of wire. Setup repair after global routing left no endpoint under its margin. The number of buffers added to fix hold violations after cts stands at 0. The H-tree depth stands at 6. The max-slew violation count stands at 0.

TritonCTS built the clock tree. The highest clock rate stands at 50.81 MHz. The number of cells on the worst hold path is listed as 9. The share of the synthesized area in the top cell type stands at roughly three quarters.

The report lists the power per cell area as 68.66 mW/mm^2. The overall die size recorded for this design is around 0.72 mm^2. Walking the worst path, the cells encountered are buf_16 -> buf_4 -> buf_12 -> buf_12 -> buf_4 -> buf_4 -> buf_4 -> buf_4 -> mux4_2 -> mux4_2 -> mux4_2 -> mux2_2 -> mux2i_1 -> o21ai_1 -> buf_4 -> clkdlybuf4s50_1.

The launch point of the worst register-to-register path is recorded as pc_check[39][2]$_DFFE_PP_. The cell area that synthesis handed to floorplanning was around 0.22 mm^2. The critical path starts at pc[0]. The tally of nets with antenna violations remaining after routing stands at 0. The clock tree skew after final layout stands at ~0.066 ns.

The slew at the pin with the worst max-slew slack stands at around 1.2 ns. The number of optimization iterations in the first detailed-route pass stands at 7. The remaining global-route overflow stands at 0.

The buffer-and-inverter tally for the worst setup path stands at 10. The number of clock buffers added by TritonCTS is between 500 and 600. The tool flagged a number of max-cap violations equal to 0. The number of cells on the worst reg-to-reg path stands at 11.

CTS placed an instance of clkbuf_16 at the clock tree root. Combinational cells account for under 10% of the total power. The flip-flop and latch area stands at 0.1614 mm^2. The sequential fraction of design power stands at a little over half. Buffers placed on the I/O ports in this run total 115.

The number of antenna violations at the first check in global routing stands at between 50 and 60. The worst setup path is of the in2out kind. The synthesized design contains about 5400 register bits.
## kinds of logic (layout without fill, tap and decap cells)
family	count (synthesis)	count (layout)	synth area share (%)
AND/OR/NAND/NOR	747	747	1.636
buffers and inverters	670	1696	1.550
other	0	32	0
AND-OR/OR-AND	868	868	3.037
flip-flops	5376	5376	74.65
adder cells (fa/ha/maj)	5	5	0.02893
XOR/XNOR	6	6	0.02431
multiplexers	1998	1998	19.07
## registers in the layout, indices dropped and copies added (netlist names)
signal,cells
pc_check,1024
pc_buffer,4096
pc_predict,256
## worst max-delay path by stage
| stage | depth (start not counted) | endpoint | slack, ns |
|---|---|---|---|
| CTS | 16 | next_pc[3] | 8.14 |
| finish | 16 | next_pc[3] | 8.12 |
| global route | 16 | next_pc[3] | 7.56 |
## worst register-to-register path, delay by kind of cell, from the launching register on
kind / cells / cell delay (ns)
AND/OR/NAND/NOR: 4 / 1.97
buffers and inverters: 2 / 1.04
multiplexers: 1 / 0.49
flip-flops: 1 / 0.38
AND-OR/OR-AND: 4 / 1.23
## cell usage in the layout, fill, tap and decap left out, types with 14 or more instances in the layout
cell,Yosys,layout
o211ai_1,16,16
a211oi_1,19,18
diode_2,0,32
clkbuf_16,0,553
o21ai_1,16,15
a22oi_1,231,231
a221o_1,39,39
mux2_2,107,107
nor3_1,24,23
inv_6,0,14
nand4_1,23,23
a22o_1,53,53
clkinv_1,3,121
nand2b_1,27,27
bufinv_16,0,37
clkinv_2,0,65
nand3_1,52,48
a221oi_1,113,113
nand2_1,151,138
a21oi_1,88,88
o2bb2ai_1,23,23
o22a_1,17,17
nor2_1,327,196
and3_1,20,19
mux2i_1,198,198
clkinv_8,0,15
edfxtp_1,5376,5376
a31oi_1,37,37
nor2b_1,23,14
buf_4,66,639
o22ai_1,32,32
o21ai_0,61,61
nor2_4,0,129
clkbuf_1,252,124
inv_1,16,14
clkdlybuf4s50_1,0,62
mux4_2,1686,1686
## power groups by stage
| stage | clock network, W | registers (W) | logic, W |
|---|---|---|---|
| final | 0.00709 | 0.00894 | 0.00106 |
| after global routing | 0.00751 | 0.00894 | 0.00111 |
| after CTS | 0.00721 | 0.00894 | 0.00105 |
## through the flow
stage / util, % / hold slack (ns) / cells / power, W
global route: 34.69 / 1.721 / 20260 / 0.01756
floorplan: - / 2.649 / 9670 / 0.009647
global placement: 32.32 / 1.639 / 19290 / 0.01016
CTS: 34.69 / 1.652 / 20240 / 0.01720
finish: 34.70 / 1.661 / 20270 / 0.01709
detailed placement: 32.32 / 1.663 / 19290 / 0.01017
## metal layers
| layer | vias up | share of wire, % | track usage [%] |
|---|---|---|---|
| li1 | 43320 | - | - |
| met1 | 54790 | 30 | 19.88 |
| met3 | 1418 | 21 | 18.59 |
| met4 | 103 | 4.3 | 6.417 |
| met5 | - | 0.63 | 4.800 |
| met2 | 8307 | 44 | 27.43 |
## area by class of cell
type                       instances  area share, %
multi-input combinational       3624          21.13
tap                             9546          4.797
clock inverter                   273          1.081
sequential                      5376          64.84
timing repair buffer             724          2.335
inverter                          22        0.03568
antenna                           32        0.03216
clock buffer                     677          5.745
Power figures rest on the tool's default switching activity, not on a simulated workload.
