$ cat design/flow/config.mk
export PLATFORM = sky130hd
export DESIGN_NAME = forwarding
export DESIGN_NICKNAME = forwarding
export VERILOG_FILES = /design/flow/design.v
export SDC_FILE = /design/flow/constraint.sdc
export NUM_CORES = 4
export LEC_CHECK = 1
export CORE_AREA = 10 10 82 82
export DIE_AREA = 0 0 92 92
export SYNTH_HDL_FRONTEND = slang
$ cat design/flow/constraint.sdc
current_design forwarding

set clk_period 2.2
set clk_io_pct 0.2

create_clock -name clk0 -period $clk_period

set non_clock_inputs [all_inputs -no_clocks]
set_input_delay [expr $clk_period * $clk_io_pct] -clock clk0 $non_clock_inputs
set_output_delay [expr $clk_period * $clk_io_pct] -clock clk0 [all_outputs]
$ cat design/flow/design.v
module forwarding (
    input wire is_raw, is_stall, is_mem_raw,
    input wire [31:0] r_data,
    input wire [31:0] alu_result,
    input wire [31:0] mem_result,
    output wire [31:0] forward_result
);
    assign forward_result = is_raw ? alu_result : (is_stall || is_mem_raw) ? mem_result : r_data;
endmodule
$ cat design/flow/run.sh
#!/bin/bash
# OpenROAD 26Q1-2900-gdf79404cd8, Yosys 0.63+post, stock flow scripts
make -C /OpenROAD-flow-scripts/flow DESIGN_CONFIG=/design/flow/config.mk WORK_HOME=/design/flow/orfs finish
==> qor.tcl <==
set qor(total_design_power_uw) 395
set qor(crit_required_ns) 1.76
set qor(final_core_utilization) 0.466
set qor(timing.fmax_ghz) 0.466
set qor(synth.cell_area_um2) 926
set qor(ys_types) 8
set qor(timing.critical_path.arrival_ns) 1.71
set qor(floorplan.die.width_um) 92
set qor(synth.largest_area_cell) {or4b_1}
set qor(antenna_found_initial) 0
set qor(syn_area_per_cell_um2) 6.26
set qor(rows) 26
set qor(place.detailed.hpwl_mm) 4.38
set qor(grt_start_max_net_pins) 29
set qor(std_cell_core_area_um2) 5070
set qor(fp-utilization) 0.182
set qor(io_buffer_count) 131
set qor(hold-path-cell-count) 4
set qor(fill_cells) 546
set qor(route.detailed.vias_per_inst) 4.45
set qor(layout_min_cycle_time_ns) 2.15
set qor(switch_pwr_uw) 115
set qor(detail_route.iter0.violations) 27
set qor(drt-pass1-iter-count) 4
set qor(finalSetupViolations) 0
set qor(wl_per_cell_um) 15.0
set qor(diodes) 0
set qor(wl_final_mm) 5.23
set qor(p_sw_frac) 0.292
set qor(critical_path_class) {in -> out}
set qor(grt_pass1_vias) 1556
set qor(syn_inst) 148
set qor(crit_fanout) 16
set qor(crit_chain) {clkdlybuf4s15_2 -> bufbuf_16 -> or4b_1 -> o311ai_1 -> buf_2}
set qor(synth_stat.cells) 148
set qor(log.warning_count) 32
set qor(layout.area.seq_um2) 0
set qor(grt_pass1_wl_mm) 8.02
set qor(maxCapViolCount) 0
set qor(grt_setup_unrepaired) {false}
set qor(ys_area_um2) 926
set qor(finalWeightedCongestion) 0.805
set qor(pwr-share-clk) 0
set qor(final-max-slew-violation-count) 0
set qor(yosys.area.top_type_share) 0.346
set qor(ys.warnings.count) 0
set qor(design.die.area_um2) 8460
set qor(layout.clock_buffers) 0
set qor(run_status) {completed}
set qor(post-cts-setup-buffer-count) 0
set qor(comb_area_um2) 727
set qor(io-pin-count) 131
set qor(internal-power_uw) 280
set qor(p_per_area_nw_per_um2) 167
set qor(final_hold_viol_count) 0
set qor(max_stage_delay_ns) 0.51
set qor(vdd_ir_drop_max_uv) 62.2
set qor(final_min_period_over_clock_period) 0.976
set qor(layout_cell_share_with_drive_strength_beyond_1) 0.162
set qor(worst_slew_pin_slew_ns) 0.272
set qor(sequential_share_of_the_synthesized_area) 0
set qor(start_kind) {input pin}
set qor(cellLeakagePower_uw) 0.00105
set qor(comb_power_share) 1.000
set qor(holdCritPathClass) {in -> out}
set qor(ctsHoldBuffers) 0
set qor(postRouteAntennaNets) 0
set qor(area_growth_pct) 156
set qor(drc) 0
set qor(worstSetupEndpointType) {primary output}
set qor(seq_cells) 0
set qor(post_synth_main_area_contributors) {or4b_1 35%, o311ai_1 30%, inv_1 13%, nand2_1 13%, clkbuf_1 4.5%}
set qor(groute.usage.overall) 0.112
set qor(height_of_the_die_um) 92
set qor(seq_power_share) 0
set qor(num_vias) 1549
set qor(cp_slowest_cell) {or4b_1}
set qor(synth.top_cells.by_count) {32 x inv_1, 32 x nand2_1, 32 x o311ai_1, 32 x or4b_1, 11 x clkbuf_1}
set qor(max_slew_margin) 0.816
set qor(grt_overflow_total) 0
[power by group through the flow]
stage,sequential [uW],clock [uW],combinational (uW)
4_1_cts,0,0,404
6_report,0,0,395
5_1_grt,0,0,433
[metal layers]
metal,up-vias,track usage,part of all wire
met3,2,0.0437,0.10
met2,76,0.188,0.46
met4,0,0.00514,0.0052
met1,646,0.140,0.43
met5,-,0,0
li1,825,-,-
[critical path: cells and delay by family]
kind,cells,cell delay (ns)
AOI/OAI and AO/OA,1,0.09
and+or+nand+nor,1,0.51
buffers and inverters,3,0.66
[repair_timing]
action                     in CTS  in global routing
setup endpoints to repair      32                 19
gates cloned                    1                  1
resized                        68                 19
[worst paths after layout]
path,start,to,slack [ns]
min,is_raw,forward_result[29],1.39
max,is_mem_raw,forward_result[4],0.05
[cell usage in the layout, fill, tap and decap left out, types with 6 or more instances in the layout]
cell type	count
inv_1	32
clkdlybuf4s50_1	96
buf_2	14
buf_12	6
dlygate4sd2_1	9
o311ai_1	32
nand2_1	32
clkbuf_2	11
or4b_1	32
buf_4	9
[final cells by class]
cell class                 instances  area share
timing repair buffer             149       0.605
inverter                          32      0.0507
tap                               70      0.0370
multi-input combinational         97       0.307
[metrics by stage]
stage          hold slack (ns)  worst slack (ns)  setup TNS [ns]  area [um2]  instances
6_report                  1.39            0.0529               0        2370        348
3_3_place_gp              1.71            -0.477          -14.30        2440        346
2_1_floorplan            0.945             0.632               0         926        148
3_5_place_dp              1.70            -0.464          -14.10        2440        346
5_1_grt                   1.42            0.0115               0        2370        348
4_1_cts                   1.40           0.00182               0        2390        347
[kinds of logic (layout without fill, tap and decap cells)]
group | after synthesis | count (layout) | share of synthesized area
compound gates | 32 | 32 | 0.303
buf+inv | 51 | 181 | 0.218
simple gates | 65 | 65 | 0.480
Power figures rest on the tool's default switching activity, not on a simulated workload.
