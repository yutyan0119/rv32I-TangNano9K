===== flow/config.mk =====
export PLATFORM = sky130hd
export DESIGN_NAME = filter_data
export DESIGN_NICKNAME = filter_data
export VERILOG_FILES = /design/flow/design.v
export SDC_FILE = /design/flow/constraint.sdc
export NUM_CORES = 4
export LEC_CHECK = 1
export CORE_AREA = 10 10 111 111
export DIE_AREA = 0 0 121 121
export SYNTH_HDL_FRONTEND = slang

===== flow/constraint.sdc =====
current_design filter_data

set clk_period 6.1
set clk_io_pct 0.2

create_clock -name clk0 -period $clk_period

set non_clock_inputs [all_inputs -no_clocks]
set_input_delay [expr $clk_period * $clk_io_pct] -clock clk0 $non_clock_inputs
set_output_delay [expr $clk_period * $clk_io_pct] -clock clk0 [all_outputs]

===== flow/design.v =====
module filter_data (
    input wire [31:0] r_data, r_addr, counter,
    input is_load, 
    input wire [2:0] load_val,
    output wire [31:0] read_data
    );
    wire [1:0] offset = r_addr[1:0];
    wire [4:0] offset_8 = offset << 3;
    wire [31:0] shift_data = r_data >> offset_8;
    function [31:0]filter_r_data(
        input [31:0] shift_data,
        input [4:0] offset_8,
        input [2:0] load_val
        );
        case (load_val)
            3'b000: filter_r_data = {{24{shift_data[7]}}, shift_data[7:0]};
            3'b001: filter_r_data = {{16{shift_data[15]}}, shift_data[15:0]};
            3'b010: filter_r_data = shift_data;
            3'b100: filter_r_data = {24'b0, shift_data[7:0]};
            3'b101: filter_r_data = {16'b0, shift_data[15:0]};
            default: filter_r_data = 32'b0;
        endcase
    endfunction
    assign read_data = (r_addr == 32'hffffff00 && is_load && load_val == 3'b010) ? counter : filter_r_data(shift_data, offset_8, load_val);
endmodule

===== flow/run.sh =====
#!/bin/bash
# OpenROAD 26Q1-2900-gdf79404cd8, Yosys 0.63+post, stock flow scripts
make -C /OpenROAD-flow-scripts/flow DESIGN_CONFIG=/design/flow/config.mk WORK_HOME=/design/flow/orfs finish

==> impl_metrics.ini <==
; flow metrics
[synthesis]
ys_cells = 160
yosys_area_sq_um = 1450
synthesis.area_per_instance_sq_um = 9.04
synthMuxAreaShare_pct = 51.6
ys_warn_count = 0
synth_area_sq_um = 1450
post_synth_xor_area_fraction_pct = 0
yosys.area_share.simple_pct = 20.8
unique_cell_type_count_in_the_yosys_netlist = 29
ys_seq_share_pct = 0
synthCells = 160
logic_family = multiplexers
synth_adder_area_share_pct = 0
compound_area_share_pct = 19.5

[final_timing]
timing.max_slew.rel_slack_pct = 53.5
setup_ws_ns = 0.964
hold_viol = 0
setup-violations-final = 0
timing.final.max_slew_violations = 0
worst_slew_pin_slew_ns = 0.678
setup_tns_ns = 0
post_layout_min_period_ns = 5.14
rsz0062_at_grt = no
fmax_mhz = 195
final_min_period_over_clock_period_pct = 84.2

[die]
fp_util_pct = 14.7
design.core.area_sq_um = 9860
die_w_um = 121
chip_area_sq_um = 14600
i_o_pins = 132
placementRows = 36
die_h_um = 121

[pwr]
vdd_ir_drop_max_mv = 0.0376
power.leakage_nw = 1.13
power.internal_w = 0.000126
power_dissipated_by_switching_net_loads_w = 0.0000517
netSwitchingFraction_pct = 29.2
seq_power_share_pct = 0
share_comb_of_total_power_pct = 100.0
finalPower_w = 0.000177
pwr_density_cell_nw_per_um2 = 62.0
clock_power_share_pct = 0

[detailed_routing]
number_of_drc_violations_after_detailed_routing_iteration_0 = 38
drtPass1Iterations = 4
ant_nets = 0
n_antenna_cell = 0
wirelength_routed_mm = 6.90
vias = 1717
avgViaCountPerCell = 4.17
wire_per_inst_um = 16.8
post-route-drc-count = 0

[finish]
fraction_of_final_layout_cells_sized_beyond_drive_strength_1_pct = 17.6
seqCellArea_sq_um = 0
fin_util_pct = 29.0
clkbuf_count = 0
flops = 0
synthesis_to_finish_area_growth_pct = 97.8
filler_cell_count = 1021

[grt]
grt_usage_pct = 8.98
grt_start_max_net_pins = 35
grt_first_pass_wirelength_mm = 10.5
first_global_vias = 1884
total_gr_overflow = 0
antenna_found_initial = 1

[outcome]
run_status = finished, final reports clean

[worst_setup_path]
worst-endpoint-arrival_ns = 3.92
worst_ep_required_time_ns = 4.88
worst_setup_path_end_kind = primary output
worst-setup-path-type = in2out
worstPathMaxFanout = 22
startpoint_type = input port

[run]
tool_warnings = 32
max_cap_viol_count = 0

[placement]
detailedPlacementHpwl_mm = 6.15
place.gp.congestion = 0.769
port-buffer-count = 132
dp_slack_ns = 0.911

[clock_network]
post_cts_resized = 0
ctsHoldBuffers = 0
post_cts_buffers = 0

[worst_hold_path]
worstHoldPathType = in2out
through the flow:
stage | hold slack, ns | instances | instance area [sq um]
global placement | 3.47 | 412 | 2860
detailed placement | 3.47 | 412 | 2860
CTS | 3.48 | 412 | 2860
global route | 3.50 | 412 | 2860
finish | 3.47 | 412 | 2860
floorplan | 2.51 | 160 | 1450
power groups by stage:
stage     Sequential, W  Combinational (W)  Clock (W)
6_report              0           0.000177          0
5_1_grt               0           0.000193          0
4_1_cts               0           0.000181          0
path summary, 6_finish.rpt:
kind	from	to	slack (ns)	depth (start not counted)
worst max-delay path	load_val[0]	read_data[17]	0.96	8
worst min-delay path	counter[0]	read_data[0]	3.47	3
critical path, stage by stage:
cell and delay, ns:
clkdlybuf4s50_1 0.49, nor4b_4 0.29, buf_4 0.23, nor2b_1 0.23, nand4_4 0.28, buf_4 0.37
mux2_4 0.34, clkdlybuf4s50_1 0.44
cell type report:
cell class	count	area [sq um]	share of cell area (%)
Inverter	2	7.51	0.262
Multi-Input combinational cell	140	1330	46.4
Tap cell	133	166	5.82
Timing Repair Buffer	137	1360	47.5
synth_stat cells:
library cell	instances	area (sq um)
nand3_1	1	5.00
buf_4	1	7.51
o211ai_1	16	120
a2bb2oi_1	7	61.3
nor2_1	10	37.5
o21ai_0	8	40.0
clkbuf_8	1	13.8
buf_1	1	3.75
clkbuf_1	6	22.5
inv_1	2	7.51
mux2_1	2	22.5
mux4_2	1	22.5
or3b_1	1	8.76
o21a_1	1	7.51
nand4_4	1	21.3
buf_6	3	33.8
nor4_2	1	12.5
nor4b_4	1	23.8
nand2_1	9	33.8
mux2_2	8	90.1
mux2_4	30	450
mux2i_1	16	160
nor2b_1	3	18.8
buf_2	6	30.0
nor4_4	1	21.3
nand3b_1	10	75.1
a211oi_1	7	52.6
or4_4	1	11.3
nand4_1	5	31.3
cell usage in the layout (no fill, tap or decap):
cell type,count
a2bb2oi_1,7
nor2b_1,3
nor4_2,1
or4_4,1
nand2_1,9
nor2_1,10
nor4_4,1
inv_1,2
o211ai_1,16
nand4_4,1
nand4_1,5
or3b_1,1
nand3_1,1
o21a_1,1
mux2_2,8
mux4_2,1
buf_4,5
o21ai_0,8
mux2i_1,16
a211oi_1,7
clkdlybuf4s50_1,132
mux2_4,30
nand3b_1,10
nor4b_4,1
mux2_1,2
cells by family after synthesis:
group                  after synthesis
muxes                               57
and+or+nand+nor                     44
AOI/OAI and AO/OA                   39
buffers and inverters               20
metal layers:
| metal | part of all wire [%] | global-route usage, % | vias up |
|---|---|---|---|
| met4 | 0 | 0 | 0 |
| li1 | - | - | 863 |
| met3 | 12 | 3.59 | 0 |
| met2 | 48 | 15.8 | 82 |
| met1 | 40 | 10.6 | 772 |
| met5 | 0 | 0 | - |
Power and IR drop assume default switching activity.
